### ./run.sh
#!/bin/bash
# OpenROAD 26Q1-2900-gdf79404cd8, Yosys 0.63+post, stock flow scripts
make -C /OpenROAD-flow-scripts/flow DESIGN_CONFIG=/design/flow/config.mk WORK_HOME=/design/flow/orfs finish
### ./config.mk
export PLATFORM = sky130hd
export DESIGN_NAME = top
export DESIGN_NICKNAME = top
export VERILOG_FILES = /design/flow/design.v
export SDC_FILE = /design/flow/constraint.sdc
export NUM_CORES = 4
export LEC_CHECK = 1
export CORE_UTILIZATION = 40
### ./constraint.sdc
current_design top

set clk_period 11.2
set clk_io_pct 0.2

create_clock -name clk0 -period $clk_period [get_ports {clk}]

set non_clock_inputs [all_inputs -no_clocks]
set_input_delay [expr $clk_period * $clk_io_pct] -clock clk0 $non_clock_inputs
set_output_delay [expr $clk_period * $clk_io_pct] -clock clk0 [all_outputs]
### ./design.v
module fifo
	#(
		parameter DATA_WIDTH = 64,  
		parameter ADDR_WIDTH = 5
	)
	(
		input logic								clk,
		input logic								rst,
		input logic		[DATA_WIDTH-1:0] 		data_input,
		input logic								read_enable_input,
		input logic								write_enable_input,
		output logic	[DATA_WIDTH-1:0]		data_output,
		output logic							empty,
		output logic							full
	);
	parameter FIFO_SIZE  = (1 << ADDR_WIDTH);
	reg [DATA_WIDTH-1:0] fifo_mem [0:FIFO_SIZE-1]; 
	reg	[ADDR_WIDTH-1:0] head_ptr;	 
	reg	[ADDR_WIDTH-1:0] tail_ptr;	 
	reg [ADDR_WIDTH:0]   fifo_cnt;	 
	wire read_enable, write_enable;
	assign read_enable = read_enable_input && !empty;
	assign write_enable = write_enable_input && !full;
	assign full = (fifo_cnt == (FIFO_SIZE));
	assign empty = (fifo_cnt == 0);
	always @(posedge clk, posedge rst)
	begin
		if (rst) begin
			fifo_cnt <= 0;
		end	else if (read_enable && !write_enable) begin
			fifo_cnt <= fifo_cnt - 1;
		end else if (!read_enable && write_enable) begin
			fifo_cnt <= fifo_cnt + 1;
		end else if (read_enable && write_enable) begin
			fifo_cnt <= fifo_cnt;
		end else begin
			fifo_cnt <= fifo_cnt;
		end 
	end
	always @(posedge clk, posedge rst) 
	begin
		if (rst) begin
			head_ptr <= 0;
		end else if (read_enable && !empty) begin
			head_ptr <= head_ptr + 1;
		end else begin
			head_ptr <= head_ptr;
		end  
	end
	always @(posedge clk, posedge rst) 
	begin
		if (rst) begin
			tail_ptr <= 0;
		end else if (write_enable && !full) begin
			tail_ptr <= tail_ptr + 1;
		end else begin
			tail_ptr <= tail_ptr;
		end  
	end
	always @(posedge clk) 
	begin
		if (!full && write_enable) begin
			fifo_mem[tail_ptr] <= data_input;
		end else begin
			fifo_mem[tail_ptr] <= fifo_mem[tail_ptr];
		end 
	end	
	always @(posedge clk) 
	begin
		if (!empty && read_enable) begin
			data_output <= fifo_mem[head_ptr];
		end else begin
			data_output <= data_output;
		end 
	end
endmodule  
module top(
	input clk,
	input rst,
	input [64-1:0] data_input,
	input read_enable,
	input write_enable,
	output [64-1:0] data_output,
	output empty,
	output full
);
fifo #(
	.DATA_WIDTH(64),  
	.ADDR_WIDTH(3))
	fifo(	clk,
			rst,
			data_input,
			read_enable,
			write_enable,
			data_output,
			empty,
			full
			);
endmodule
==> results.txt <==
yosys + openroad results -> Buffers & Inverters on Critical Path 2, overall power 0.00645 W, cell chain of the critical path or4b_4, inv_1, clkdlybuf4s50_1, critical path type reg -> out, Area leader share 0.795, actual slew at the worst max-slew pin 0.919 ns, die area 0.0554 mm2, critical path startpoint category flop, Die Y 235 um, post-route cell area 0.0257 mm2, WL met1 15.2 mm, Area Growth Syn to Fin 18.1%, Clock Skew 0.0124 ns, layout cell share with drive strength beyond 1 0.280, Antenna Cells 0, PD cells 251 mW/mm2, crit-path max cell delay 0.61 ns, P_leak 8.08 nW, Arr. time, crit path 2.20 ns, routed vias/inst 5.22, CP Max Fanout 8, # Max-Cap Violations 0, Commonest cells post-synth edfxtp_1, mux4_2, mux2_2, Fmax 225 MHz, Final Cycle Share 0.396, total CTS buffers 58, cell with the most instances after synthesis edfxtp_1, port buffer count 133, yosys stat area 0.0218 mm2, wire per inst 22.9 um, Cells after Synth 869, final wirelength 41.0 mm, Starting Density 0.404, Fin Setup TNS 0 ns, Crit. End Element primary output, Ys Warns 1, Yosys Instances 869, worst hold-check path type reg -> reg, Post-route DRC 0, initial antenna violation count 5, Die Span X 235 um, worst hold slack 0.640 ns, sequential area share after synthesis 0.806, post-synth top area cell edfxtp_1, Critical Path RT 8.96 ns, #FFs+latches synth 586, GPL Wtd Cong 0.756, # hold bufs at CTS 0, num rows 85, Main synth FF type edfxtp_1, RSZ-0062 raised after global routing false, Root Driver clkbuf_16, GR Overflow Total 0, Cell Area, Placed 0.0240 mm2, Top Layer Used met5, global-route wire length before repair 63.5 mm, Final setup violation count 0, CTS resizes 0, Avg Cell Area, Syn 25.0 um2, CP delay by family, top simple AND/OR/NAND/NOR gates, Netlist Area Pre-Place 0.0218 mm2, Final min period 4.44 ns, Worst-path clk slew 0.06 ns, Clock Path Buffers 3, Top area cell types edfxtp_1, mux4_2, mux2_2, Tool Warnings 26, Max IR drop VDD 0.000130 V, status finished clean, slowest CP cell or4b_4, Vias 9348, Max-slew headroom 0.380, placed wire-length estimate 23.2 mm, GRT Overall Usage 0.169, number of synthesized flops with an enable pin 576, Synth async-reset ratio 0.0171, Late-Pin Clk Latency 0.60 ns, Unique cell types 33, Routed met3 length 4.77 mm, CTS tree built, Routed Antenna Nets 0, I/O Pins 134, 1st-iter DRT viols 476, CTS H-Tree Depth 2, vias in the first global route 10546, TritonRoute pass-1 iters 4, final hold vios 0, largest net degree at the start of global routing 99, CTS Sinks 586, post-CTS setup repair buffer count 0, fin. max-slew vios 0, DR WL met2 20.2 mm, core area 0.0538 mm2
report_power, final:
part	internal [W]	switching (W)	total, W
combinational	0.000894	0.000697	0.00159
clock	0.000983	0.000770	0.00175
sequential	0.00291	0.000195	0.00311
total	0.00479	0.00166	0.00645
state kept, by name, summed over array words and instances, names as in the netlist:
signal / cells
fifo.fifo_mem: 512
fifo.data_output: 64
fifo.fifo_cnt: 4
fifo.head_ptr: 3
fifo.tail_ptr: 3
area by class of cell:
| type | instances | area, um2 |
|---|---|---|
| multi-input combinational | 240 | 4010 |
| tap | 696 | 871 |
| clock inverter | 29 | 159 |
| sequential | 586 | 17600 |
| inverter | 5 | 21.3 |
| fill | 4302 | 28100 |
| clock buffer | 76 | 1540 |
| timing repair buffer | 159 | 1540 |
placed cells by master (no fill, tap or decap), drive strengths merged:
master           n
buf             26
bufinv           1
a21oi            1
xnor2            6
o21a             1
or4b             2
ha               5
nand3            2
clkbuf          76
mux4           128
a21o             1
nor2b            1
mux2            66
inv              6
clkinv          25
xor2             1
nand3b           1
nand2            6
or4              1
clkinvlp         2
or3b             1
edfxtp         576
o221ai           1
dfrtp           10
o41ai            2
nor3             4
nor4             2
clkdlybuf4s50  133
nor2             4
mux2i            1
a2111oi          1
nand2b           2
logic make-up (layout without fill, tap and decap cells):
kind of cell             count (synthesis)  count (layout)  share of synthesized area
adder cells (fa/ha/maj)                  5               5                    0.00287
buffers and inverters                   43             269                     0.0118
AND-OR/OR-AND                            7               7                    0.00253
flip-flops                             586             586                      0.806
XOR/XNOR                                 7               7                    0.00282
AND/OR/NAND/NOR                         26              26                    0.00684
multiplexers                           195             195                      0.167
per-stage QoR:
stage / setup slack [ns] / util / instances
2_1_floorplan: 2.15 / - / 869
3_3_place_gp: 6.45 / 0.446 / 1686
3_5_place_dp: 6.47 / 0.446 / 1686
4_1_cts: 6.71 / 0.478 / 1791
5_1_grt: 6.69 / 0.478 / 1791
6_report: 6.76 / 0.478 / 1791
per-layer routing:
layer,vias up,track usage
li1,4068,-
met1,4738,0.239
met2,458,0.256
met3,74,0.0945
met4,10,0.0285
met5,-,0
path summary, 6_finish.rpt:
kind                                                    from                            end  slack (ns)  cells past startpoint
worst max-delay path            fifo.fifo_cnt[0]$_DFFE_PP0P_                           full        6.76                      3
worst min-delay path            fifo.tail_ptr[0]$_DFFE_PP0P_   fifo.tail_ptr[0]$_DFFE_PP0P_        0.64                      1
worst max register to register  fifo.head_ptr[0]$_DFFE_PP0P_  fifo.data_output[8]$_DFFE_PP_        7.42                      5
worst min register to register  fifo.tail_ptr[0]$_DFFE_PP0P_   fifo.tail_ptr[0]$_DFFE_PP0P_        0.64                      1
max in group asynchronous                                rst   fifo.head_ptr[0]$_DFFE_PP0P_        8.93                      2
min in group asynchronous                                rst   fifo.fifo_cnt[2]$_DFFE_PP0P_        1.94                      2
Power and IR drop assume default switching activity.
